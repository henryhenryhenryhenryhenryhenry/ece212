$ cat /design/flow/run.sh
#!/bin/bash
# OpenROAD 26Q1-2900-gdf79404cd8, Yosys 0.63+post, stock flow scripts
make -C /OpenROAD-flow-scripts/flow DESIGN_CONFIG=/design/flow/config.mk WORK_HOME=/design/flow/orfs finish
$ cat /design/flow/config.mk
export PLATFORM = sky130hd
export DESIGN_NAME = VrSMexra
export DESIGN_NICKNAME = VrSMexra
export VERILOG_FILES = /design/flow/design.v
export SDC_FILE = /design/flow/constraint.sdc
export NUM_CORES = 4
export LEC_CHECK = 1
export CORE_AREA = 10 10 70 70
export DIE_AREA = 0 0 80 80
$ cat /design/flow/constraint.sdc
current_design VrSMexra

set clk_period 1.7
set clk_io_pct 0.2

create_clock -name clk0 -period $clk_period [get_ports {CLOCK}]

set non_clock_inputs [all_inputs -no_clocks]
set_input_delay [expr $clk_period * $clk_io_pct] -clock clk0 $non_clock_inputs
set_output_delay [expr $clk_period * $clk_io_pct] -clock clk0 [all_outputs]
$ cat /design/flow/design.v
module VrSMexra( CLOCK, RESET, A, B, Z );
  input CLOCK, RESET, A, B;
  output Z;
  reg Z;
  reg [2:0] Sreg, Snext;           
  parameter [2:0] INIT = 3'b000,   
                  A0   = 3'b001,
                  A1   = 3'b010,
                  OK0  = 3'b011,
                  OK1  = 3'b100;
  always @ (posedge CLOCK or posedge RESET)  
    if (RESET==1) Sreg <= INIT; else Sreg <= Snext;
  always @ (A, B, Sreg) begin   
    case (Sreg)
      INIT:   if (A==0)  Snext = A0;
              else       Snext = A1;
      A0:     if (A==0)  Snext = OK0;
              else       Snext = A1;
      A1:     if (A==0)  Snext = A0;
              else       Snext = OK1;
      OK0:    if (A==0)  Snext = OK0;
              else if ((A==1) && (B==0)) Snext = A1;
              else                       Snext = OK1;
      OK1:    if ((A==0) && (B==0))      Snext = A0;
              else if ((A==0) && (B==1)) Snext = OK0;
              else                       Snext = OK1;
      default Snext = INIT;
    endcase
  end
  always @ (Sreg)         
    case (Sreg)
      INIT, A0, A1: Z = 0;
      OK0, OK1:     Z = 1;
      default       Z = 0;
    endcase
endmodule
==> flow report <==
=================================================================================
Combined area of all synthesized cells                                    195 um2
Length of routed wiring on met1                                            236 um
Crit share post-route                                                       0.974
Count of state elements after synthesis                                         5
TritonCTS clock tree                                                         done
RePlAce Congestion                                                          0.689
Worst-Skew Late Latency                                                    240 ps
Biggest register                                                             Sreg
Number of instances resized during post-cts repair                              0
Number of cell instances after yosys synthesis                                 17
Highest signal layer in the routed design                                    met3
Initial antenna violation count                                                 0
Std-Cell Rows                                                                  21
Die Wd                                                                      80 um
Cell type with the highest aggregate area in the netlist             sky130_fd_sc_hd__dfrtp_1
Setup TNS Final                                                              0 ps
Max-slew violation total from the final report                                  0
Violation count after the first detailed-routing iteration                      4
CTS hold repair buffers                                                         0
Pin count of the biggest net entering global routing                            6
Final critical path time including I/O delays and setup                   1660 ps
IO Count                                                                        5
WP data required                                                          1360 ps
Port bufs                                                                       4
Maximum buffer depth of the clock tree                                          2
Core region area                                                         3420 um2
Share of the yosys chip area belonging to registers                         0.647
Leakage power figure                                                     0.124 nW
Number of distinct library cells after synthesis                               11
Number of clock sinks seen by CTS                                               5
Number of inserted diodes                                                       0
Core utilization before placement                                          0.0571
Final Hold Violation Tally                                                      0
Achievable clock frequency                                                604 MHz
Area enclosed by the die boundary                                        6400 um2
Height of the die                                                           80 um
Met2 Wirelength                                                            123 um
Final Skew                                                                1.63 ps
Biggest area cells                                                   sky130_fd_sc_hd__dfrtp_1, sky130_fd_sc_hd__dfstp_2, sky130_fd_sc_hd__a211oi_1, sky130_fd_sc_hd__nor2b_1, sky130_fd_sc_hd__o31a_1
Element type at the critical path start                                 flip-flop
Final setup vio count                                                           0
Avg Inst Size Synth                                                      11.5 um2
Root buffer cell                                                     sky130_fd_sc_hd__clkbuf_4
Tally of OpenROAD warnings                                                     25
Met3 wire length                                                            61 um
Regs by FF count                                                         Sreg (5)
Area leader share                                                           0.513
Area growth from synthesis to layout                                        67.3%
Setup repair after global routing missed its margin                            no
Final routed wirelength across all metal layers                            421 um
Number of max-cap violations                                                    0
Cell area power density                                                932 nW/um2
Clock slew at reported path FFs                                             40 ps
Number of flip-flops in the largest register                                    5
Nature of the critical path endpoint                                  output port
Data arrival time of the critical path                                    1320 ps
Via density                                                                  2.04
Maximum net fanout on the critical path                                         3
Cell count after synthesis                                                     17
Wire length of the first global-routing pass                               621 um
GRT Resource Usage Total                                                   0.0130
Via count of the first global-routing pass                                    142
Proportion of layout cells with a drive suffix above 1                      0.231
Cell area reported after detailed placement                               293 um2
Clock buffers created by TritonCTS                                              3
Synthesized chip area reported by yosys                                   195 um2
Number of optimization iterations in the first detailed-route pass              4
Post-route standard cell area excluding fillers                           327 um2
Max VDD drop                                                               124 uV
Post-layout total power                                                0.000304 W
Average detailed-routed wire length per instance                          5.85 um
Type of the worst min-delay path                                      in -> async
Yosys warns                                                                     1
Overflow after GRT                                                              0
Register-to-Register Path Depth                                                 3
Via count of the routed design                                                147
Critical Setup Path Class                                              reg -> out
Status                                                               finished, final reports clean
Total DRC errors in the routed layout                                           0
CTS HTree Levels                                                                1
Final Hold Slack                                                           309 ps
Routed Antenna Nets                                                             0
=================================================================================
-- Yosys cell counts --
library cell               number
sky130_fd_sc_hd__a211oi_1       2
sky130_fd_sc_hd__a21oi_1        1
sky130_fd_sc_hd__conb_1         1
sky130_fd_sc_hd__dfrtp_1        4
sky130_fd_sc_hd__dfstp_2        1
sky130_fd_sc_hd__inv_1          1
sky130_fd_sc_hd__nand2b_1       1
sky130_fd_sc_hd__nor2_1         2
sky130_fd_sc_hd__nor2b_1        2
sky130_fd_sc_hd__o31a_1         1
sky130_fd_sc_hd__or2_2          1
-- worst paths after layout --
kind	start	endpoint	slack (ps)
worst max-delay path	Sreg[1]	Z	40
worst min-delay path	RESET	Sreg[4]	310
worst max register to register	Sreg[1]	Sreg[1]	790
worst min register to register	Sreg[3]	Sreg[4]	510
max in group asynchronous	RESET	Sreg[0]	1150
min in group clk0	Sreg[3]	Sreg[4]	510
-- power by group --
| part | leakage (nW) | internal [W] | switching [W] |
|---|---|---|---|
| Combinational | 0.0490 | 0.0000227 | 0.0000125 |
| Clock | 0.0150 | 0.0000885 | 0.0000446 |
| Sequential | 0.0604 | 0.000130 | 0.00000628 |
-- layout make-up --
cell class                 instances  area [um2]
tap                               46        57.6
timing repair buffer               5        47.5
inverter                           1        3.75
multi-input combinational         11        65.1
fill                             406        3090
clock buffer                       4        26.3
sequential                         5         126
-- worst max-delay path: stages (launching register included) --
cell,delay [ps]
sky130_fd_sc_hd__dfrtp_1,390
sky130_fd_sc_hd__or2_2,290
sky130_fd_sc_hd__clkdlybuf4s50_1,400
-- layout by cell type (no fill, tap or decap), types with 2 or more instances in the layout --
| cell | synthesis | routed |
|---|---|---|
| sky130_fd_sc_hd__dfrtp_1 | 4 | 4 |
| sky130_fd_sc_hd__a211oi_1 | 2 | 2 |
| sky130_fd_sc_hd__clkdlybuf4s50_1 | 0 | 4 |
| sky130_fd_sc_hd__nor2b_1 | 2 | 2 |
| sky130_fd_sc_hd__nor2_1 | 2 | 2 |
| sky130_fd_sc_hd__clkbuf_4 | 0 | 3 |
-- per-layer routing --
metal,vias to the layer above,GRT usage
met5,-,0
met4,0,0.00528
met3,0,0.0136
met2,8,0.0104
met1,67,0.0188
li1,72,-
-- per-stage QoR --
stage | util | setup WS [ps] | cells
final | 0.0956 | 43.8 | 72
after global routing | 0.0956 | 9.04 | 72
after CTS | 0.0934 | 4.06 | 71
after detailed placement | 0.0857 | 269 | 67
after global placement | 0.0857 | 275 | 67
after floorplan | - | 720 | 17
-- cells by family after synthesis --
kind of cell / count (synthesis) / share of synthesized area
buffers and inverters: 1 / 0.0192
other: 1 / 0.0192
DFF: 5 / 0.647
AOI/OAI and AO/OA: 4 / 0.147
and+or+nand+nor: 6 / 0.167
-- repair_timing --
item	CTS	global route
setup buffers	0	1
endpoints found under the hold margin	0	0
setup endpoints to repair	0	1
Power figures rest on the tool's default switching activity, not on a simulated workload.
