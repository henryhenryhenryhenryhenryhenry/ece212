==> design.v <==
module segdetect( CLOCK, RESET, A, Z );
  input CLOCK, RESET, A;
  output Z;
  reg Z;
  reg [2:0] Sreg, Snext;           
  parameter [2:0] S0 = 3'b000,   
                  S1   = 3'b001,
                  S2   = 3'b010,
                  S3  = 3'b011,
                  S4  = 3'b100,
                  S5  = 3'b101;
  always @ (posedge CLOCK or posedge RESET)  
    if (RESET==1) Sreg <= S0; else Sreg <= Snext;
  always @ (A, Sreg) begin   
    case (Sreg)
      S0:   if (A==0)  Snext = S0;
              else       Snext = S1;
      S1:     if (A==0)  Snext = S2;
              else       Snext = S0;
      S2:     if (A==0)  Snext = S0;
              else       Snext = S3;
      S3:    if (A==0)  Snext = S2;
              else  Snext = S4;
     S4:    if (A==0)  Snext = S5;
              else  Snext = S0;
     S5:    if (A==0) Snext = S0;
              else  Snext = S1;
      default Snext = S0;
    endcase
  end
  always @ (Sreg)         
    case (Sreg)
      S0, S1, S2, S3, S4: Z = 0;
      S5:     if (A==0) Z = 1;
                  else Z=0;
      default       Z = 0;
    endcase
endmodule
==> run.sh <==
#!/bin/bash
# OpenROAD 26Q1-2900-gdf79404cd8, Yosys 0.63+post, stock flow scripts
make -C /OpenROAD-flow-scripts/flow DESIGN_CONFIG=/design/flow/config.mk WORK_HOME=/design/flow/orfs finish
==> config.mk <==
export PLATFORM = sky130hd
export DESIGN_NAME = segdetect
export DESIGN_NICKNAME = segdetect
export VERILOG_FILES = /design/flow/design.v
export SDC_FILE = /design/flow/constraint.sdc
export NUM_CORES = 4
export LEC_CHECK = 1
export CORE_AREA = 10 10 70 70
export DIE_AREA = 0 0 80 80
==> constraint.sdc <==
current_design segdetect

set clk_period 1.5
set clk_io_pct 0.2

create_clock -name clk0 -period $clk_period [get_ports {CLOCK}]

set non_clock_inputs [all_inputs -no_clocks]
set_input_delay [expr $clk_period * $clk_io_pct] -clock clk0 $non_clock_inputs
set_output_delay [expr $clk_period * $clk_io_pct] -clock clk0 [all_outputs]
==> results.txt <==
impl run done, here's what came out: outcome=finished clean, CP endpoint kind=output port, Design Area, Final=333 um^2, die height=80 um, Max Cap Violations=0, yosys stat area=218 um^2, CP peak stage delay=360 ps, initial antenna violation count=0, synthesis-to-layout area growth=52.9%, clk slew on worst S/H paths=50 ps, synthesized area=218 um^2, Synth flops=6, Buffers on Ports=3, worst clock skew=0.264 ps, worst min path class=input port to asynchronous set/reset pin, Post-Synthesis Cells=17, vias per cell=1.99, Clock Tree Buf Depth=2, cycle use final=89.3%, Final Wtd Congestion=0.696, largest net degree at the start of global routing=9, R2R setup slack=600 ps, CP bufs+invs=1, required time worst endpoint=1200 ps, global-route wire length before repair=approximately 790 um, kind of critical path=register to output port, worst slew pin tran=between 200 and 250 ps, worst IR drop on VDD=0.532 mV, Final Power=0.367 mW, Unique cell types=9, cell depth of the worst flop-to-flop path=3, largest register by flop count=Sreg, worst hold slack=approximately 260 ps, CP arrival=1040 ps, largest registers=Sreg (6), R2R Path End=Sreg[0]$_DFF_PP1_, min Tclk post-route=between 1000 and 1500 ps, Largest register FFs=6, number of placed I/O pins=4, # DRC=0, Max Clk Rate=0.747 GHz, Synthesis Warnings=1, CP Max Fanout=2, CORE AREA=between 3000 and 4000 um^2, Die X-Extent=80 um, fraction of layout instances using a drive strength above 1=40.0%, setup ws final=160 ps, crit-path cells=and2b_2 -> dlygate4sd2_1, total grt overflow=0, die area=6400 um^2, fin. max-slew vios=0, FP Core Util=6.37%, Pre-Repair DR Iteration Count=3, routed via count=141, DRT antenna net count=0, CTS Root Cell=clkbuf_4, placed cell areas=305 um^2, Tot GR Track Use=1.67%, final wirelength=399 um, worst rel slew slack=84.5%, H-tree levels=1, RSZ-0062 raised after global routing=no, DRT iter0 DRCs=3, Pwr per Cell Area=1100 nW/um^2, TritonCTS buffer count=3, FF-to-FF Start=Sreg[4]$_DFF_PP0_, # setup viols final=0, number of logged tool warnings=25, delay-heaviest family, CP=flip-flops, FP Rows=21, Leak=about 0.15 nW, type of origin of the critical path=register, clock sink total=6, Commonest Layout Cell=dfrtp_1, drt wl/cell=5.62 um, clk latency of the worst-skew pair=250 ps, vias in the first global route=~180, critical path's slowest cell=dfrtp_1, Top cells excl fill/tap=5 x dfrtp_1, 3 x nor2_1, 3 x clkbuf_4, 2 x and2_2, 2 x and2b_2, sequential area share after synthesis=69.5%, Post-Syn Area per Cell=12.8 um^2, # Cells Yosys=17, Ant. Diodes=0, pre-CTS setup slack=-369 ps, Post-CTS Hold Buffers=0, TritonCTS clock tree=done, Fin. Hold Viols=0, final core occ=9.74%
-- how the worst max path moves through the flow --
stage | from | endpoint | slack (ps) | cells after the start
4_1_cts | Sreg[4]$_DFF_PP0_ | Z | 150 | 2
5_1_grt | Sreg[4]$_DFF_PP0_ | Z | 100 | 2
6_report | Sreg[4]$_DFF_PP0_ | Z | 160 | 2
-- through the flow --
stage	std cells	setup TNS [ps]
floorplan	17	0
global placement	66	-339
detailed placement	66	-369
CTS	71	0
global route	71	0
finish	71	0
-- final cells by class --
type | instances | area [um^2]
Sequential cell | 6 | 151
Timing Repair Buffer | 4 | 31.3
Inverter | 1 | 3.75
Multi-Input combinational cell | 10 | 62.6
Tap cell | 46 | 57.6
Clock buffer | 4 | 26.3
Fill cell | 405 | 3080
-- where the power goes --
part / switching, mW / internal, mW / total, mW
Combinational: 0.0113 / 0.0117 / 0.0230
Clock: 0.0615 / 0.101 / 0.162
Sequential: 0.00556 / 0.176 / 0.181
-- cell usage after synthesis (all sizes together) --
cell / number / area share (%)
a21oi: 1 / 2.3
and2: 2 / 6.9
nor4: 1 / 2.9
nor2: 3 / 5.2
dfstp: 1 / 12
inv: 1 / 1.7
dfrtp: 5 / 57
o21a: 1 / 3.4
and2b: 2 / 8.0
-- layer usage --
metal	part of all wire [%]	global-route usage [%]
met4	0	0.528
met1	53	2.08
met2	34	1.93
met5	0	0
met3	12	1.59
-- what timing repair did --
item,in CTS,in global routing
resized,5,0
setup buffers,1,0
setup endpoints to repair,1,0
-- logic make-up (layout without fill, tap and decap cells) --
group / after synthesis / in the layout / share of synthesized area, %
DFF: 6 / 6 / 69.5
and+or+nand+nor: 8 / 8 / 23.0
AOI/OAI and AO/OA: 2 / 2 / 5.75
buffers and inverters: 1 / 9 / 1.72
Power and IR drop assume default switching activity.
